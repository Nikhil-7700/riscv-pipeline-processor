--- flow/run.sh ---
#!/bin/bash
# OpenROAD 26Q1-2900-gdf79404cd8, Yosys 0.63+post, stock flow scripts
make -C /OpenROAD-flow-scripts/flow DESIGN_CONFIG=/design/flow/config.mk WORK_HOME=/design/flow/orfs finish
--- flow/constraint.sdc ---
current_design pc_unit

set clk_period 1.0
set clk_io_pct 0.2

create_clock -name clk0 -period $clk_period [get_ports {clk}]

set non_clock_inputs [all_inputs -no_clocks]
set_input_delay [expr $clk_period * $clk_io_pct] -clock clk0 $non_clock_inputs
set_output_delay [expr $clk_period * $clk_io_pct] -clock clk0 [all_outputs]
--- flow/design.v ---
module pc_unit #(
  parameter XLEN = 32
)(
  input logic clk,
  input logic rst_n,
  input logic pc_write,
  input logic [1:0] pc_src,
  input logic [XLEN-1 : 0] pc_4,
  input logic [XLEN-1 : 0] branch_target,
  input logic [XLEN-1 : 0] jump_target,
  output logic [XLEN-1 : 0] pc
);
  reg [XLEN-1 : 0] pc_next;
  always_ff @(posedge clk or negedge rst_n) begin
    if (!rst_n) pc <= {XLEN{1'b0}};
	else if (pc_write) pc <= pc_next;
  end
  always_comb begin
    case (pc_src)
	  2'b00: pc_next = pc_4;
	  2'b01: pc_next = branch_target;
	  2'b10: pc_next = jump_target;
	  default: pc_next = pc_4;
	endcase
  end
endmodule
--- flow/config.mk ---
export PLATFORM = sky130hd
export DESIGN_NAME = pc_unit
export DESIGN_NICKNAME = pc_unit
export VERILOG_FILES = /design/flow/design.v
export SDC_FILE = /design/flow/constraint.sdc
export NUM_CORES = 4
export LEC_CHECK = 1
export CORE_UTILIZATION = 40
==> impl_metrics.json <==
{
  "cts_inserted_buffers": 5,
  "wire_per_inst_um": 16.6,
  "tool_warnings": 30,
  "setup.worst_path.class": "input port to flop",
  "critical_path.endpoint_type": "flop",
  "worstPathMaxFanout": 5,
  "period_needed_ns": 1.07,
  "p_sw_share_pct": 27.9,
  "clock_skew_ns": 0,
  "finalSetupTns_ns": -0.502,
  "dpl.hpwl_um": 4270,
  "ys_cells": 185,
  "ios": 133,
  "drive_above_1_share_pct": 30.5,
  "worstMarginPinSlew_ns": 0.246,
  "ys.warnings.count": 1,
  "grt_use_total_pct": 25.4,
  "num_vias": 2118,
  "grt_pass1_vias": 2079,
  "largest_reg_flops": 32,
  "synth_area_um2": 1960,
  "placedCellCount": 379,
  "grt_overflow": 0,
  "fin_util_pct": 76.6,
  "violations": "negative setup slack",
  "synth-edff-count": 0,
  "hold_class": "input port to async pin",
  "die_area_um2": 5170,
  "setup_violations": 10,
  "drtAntennaViolNets": 0,
  "fp_util_pct": 41.4,
  "grt_setup_unrepaired": "true",
  "drc": 0,
  "synthCells": 185,
  "critPathRequiredTime_ns": 1.16,
  "stdcell_count": 395,
  "syn2layout_area_growth_pct": 85.0,
  "io_buffers": 132,
  "cts_buffer_depth": 2,
  "ys_chip_area_um2": 1960,
  "h-tree-depth": 2,
  "grt_pass1_wl_um": 9980,
  "cp-startpoint": "pc_src[0]",
  "p_total_uw": 3930,
  "cts.sinks": 32,
  "regMostFlops": "pc",
  "yosysSeqAreaShare_pct": 40.9,
  "async_reset_ff_share_pct": 100,
  "ys_types": 14,
  "rows": 25,
  "worst_slack_ns": -0.0702,
  "die_h_um": 71.9,
  "via_per_inst": 5.36,
  "clk_latency_ns": 0.28,
  "r2r-start": "pc[1]$_DFFE_PN0P_",
  "routabilityCongestion": 0.835,
  "power_frac_seq_pct": 40.2,
  "die_w_um": 71.9,
  "fmax_mhz": 934,
  "antenna_found_initial": 0,
  "ys_ff": 32,
  "syn_avg_cell_area_um2": 10.6,
  "internal_power_uw": 2840,
  "combinationalPowerShare_pct": 36.2,
  "clockRootBuffer": "clkbuf_8",
  "powerDensity_nw_per_um2": 1090,
  "diodes": 0,
  "grt_max_degree": 65,
  "clk_pin_slew_ns": 0.06,
  "reg_top3": "pc (32)",
  "core_um2": 4720,
  "critPathArrivalTime_ns": 1.23,
  "first_pass_iters": 6,
  "finalWirelength_um": 6540,
  "power.leakage_uw": 0.00145,
  "finalClockPeriodUsage_pct": 107,
  "place_area_um2": 3470,
  "final_hold_viol_count": 0,
  "drt_iter0_markers": 124,
  "p_sw_uw": 1090,
  "clkPwrFrac_pct": 23.6,
  "vdd_ir_drop_max_mv": 0.854,
  "holdBufCountCts": 0,
  "status": "complete, but fails checks",
  "ff_type": "dfrtp_1",
  "design_area_um2": 3620,
  "start_kind": "input port",
  "slew_headroom_pct": 83.4,
  "cap_violations": 0,
  "drv_slew": 0,
  "cts_tree": "done"
}
## cell usage after synthesis (2+ instances only)
cell / count / area [µm²]
ha_1: 2 / 25.0
a221oi_2: 30 / 450
o21ai_0: 32 / 160
a221oi_1: 2 / 17.5
dfrtp_1: 32 / 801
buf_6: 3 / 33.8
clkbuf_2: 2 / 10.0
buf_2: 13 / 65.1
nor2_1: 32 / 120
inv_1: 2 / 7.51
nand3b_1: 32 / 240
## area by class of cell
class	count	area, µm²
clock buffer	6	72.6
sequential	32	801
timing repair buffer	156	1520
clock inverter	1	5.00
inverter	2	12.5
fill	314	1110
multi-input combinational	131	1130
tap	67	83.8
## what timing repair did
item | 4_1_cts | 5_1_grt
gates resized | 118 | 11
gates cloned | 3 | 1
buffers inserted | 6 | 2
endpoints found under the setup margin | 64 | 52
pin swaps | 5 | 7
## kinds of logic after synthesis
family / Yosys count / share of synthesized area, %
simple gates: 65 / 19.1
flops: 32 / 40.9
compound gates: 64 / 32.1
buf+inv: 22 / 6.53
fa+ha+maj: 2 / 1.28
## final timing paths
| kind | to | slack, ns | cells past startpoint |
|---|---|---|---|
| min | pc[22]$_DFFE_PN0P_ | 0.29 | 2 |
| max | pc[26]$_DFFE_PN0P_ | -0.07 | 8 |
| min in group clk0 | pc[20]$_DFFE_PN0P_ | 0.48 | 4 |
| max reg2reg | pc[1]$_DFFE_PN0P_ | 0.14 | 3 |
| min reg2reg | pc[30]$_DFFE_PN0P_ | 0.53 | 2 |
| max in group asynchronous | pc[9]$_DFFE_PN0P_ | 0.53 | 2 |
## power groups by stage
stage     combinational (µW)  clock, µW  sequential (µW)
6_report                1420        929             1580
5_1_grt                 1540       1020             1600
4_1_cts                 1380        947             1570
## through the flow
step | worst slack, ns | hold WS [ns]
after CTS | -0.0544 | 0.296
after global placement | -0.772 | 0.516
after detailed placement | -0.773 | 0.528
after global routing | -0.108 | 0.288
after floorplan | -0.166 | -0.0956
final | -0.0702 | 0.286
## per-layer routing
layer	global-route usage, %	share of wire (%)	up-vias
li1	-	-	994
met1	38.8	44	1010
met2	38.1	46	102
met3	7.04	8.1	12
met4	4.58	1.7	0
met5	0	0	-
## cells in the final DEF (no fill, tap or decap), drive strengths merged
| cell type | Yosys | final |
|---|---|---|
| clkinv | 0 | 1 |
| buf | 17 | 58 |
| ha | 2 | 2 |
| a221oi | 32 | 32 |
| inv | 2 | 2 |
| nand2b | 1 | 1 |
| dfrtp | 32 | 32 |
| clkbuf | 3 | 7 |
| nand3b | 32 | 32 |
| clkdlybuf4s50 | 0 | 97 |
| o21ai | 32 | 32 |
| nor2 | 32 | 32 |
## critical path, cell delays in order
cell and delay, ns:
buf_8 0.10, inv_6 0.04, ha_4 0.19, nand2b_4 0.19, buf_12 0.15, buf_6 0.11, a221oi_2 0.18, nor2_1 0.06
No activity file was given, so power comes from the tool's default toggle rates.
