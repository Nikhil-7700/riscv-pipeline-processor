$ cat flow/design.v
module alu #(parameter XLEN = 32, DLEN = $clog2(XLEN)) (
  input logic [XLEN-1 : 0] a,
  input logic [XLEN-1 : 0] b,
  input logic [3 : 0] alu_op,
  output logic [XLEN-1 : 0] result,
  output logic zero,
  output logic negative
);
  logic [XLEN-1 : 0] alu_result;
  always_comb begin
	case(alu_op)
	  4'b0000: alu_result = a + b;
	  4'b0001: alu_result = a - b;
	  4'b0010: alu_result = a & b;
	  4'b0011: alu_result = a | b;
	  4'b0100: alu_result = a ^ b;
	  4'b0101: alu_result = a << b[DLEN-1:0];
	  4'b0110: alu_result = a >> b[DLEN-1:0];
	  4'b0111: alu_result = $signed(a) >>> b[DLEN-1:0];
	  4'b1000: alu_result = ( $signed(a) < $signed(b) ) ? 32'b1 : 32'b0;
	  4'b1001: alu_result = ( a < b )  ? 32'b1 : 32'b0;
	  4'b1010: alu_result = ( a == b ) ? 32'b1 : 32'b0;
	  4'b1011: alu_result = ( a != b )? 32'b1 : 32'b0;
	  4'b1100: alu_result = ( $signed(a) >= $signed(b) ) ? 32'b1 : 32'b0;
	  4'b1101: alu_result = ( a >= b )  ? 32'b1 : 32'b0;
	  default: alu_result = 32'b0;
	endcase
  end
  assign result = alu_result;
  assign zero = (alu_result == 32'b0);
  assign negative = alu_result[31];
endmodule
$ cat flow/constraint.sdc
current_design alu

set clk_period 15.8
set clk_io_pct 0.2

create_clock -name clk0 -period $clk_period

set non_clock_inputs [all_inputs -no_clocks]
set_input_delay [expr $clk_period * $clk_io_pct] -clock clk0 $non_clock_inputs
set_output_delay [expr $clk_period * $clk_io_pct] -clock clk0 [all_outputs]
$ cat flow/run.sh
#!/bin/bash
# OpenROAD 26Q1-2900-gdf79404cd8, Yosys 0.63+post, stock flow scripts
make -C /OpenROAD-flow-scripts/flow DESIGN_CONFIG=/design/flow/config.mk WORK_HOME=/design/flow/orfs finish
$ cat flow/config.mk
export PLATFORM = sky130hd
export DESIGN_NAME = alu
export DESIGN_NICKNAME = alu
export VERILOG_FILES = /design/flow/design.v
export SDC_FILE = /design/flow/constraint.sdc
export NUM_CORES = 4
export LEC_CHECK = 1
export CORE_UTILIZATION = 30
==> CHANGELOG.md <==
### Changed

- Status: finished, final reports clean
- Synthesis-to-finish area growth: 12.9%
- Number of fill cells: 3,583
- Core box area: 33,800 um^2
- PD cells: 37.5 nW/um^2
- Placed Cells: 1,927
- Worst EP arrival: 9.34 ns
- Global-route wire length before repair: 87,200 um
- Initial antenna violation count: 2
- Vias in the first global route: 12,032
- DRC viols: 0
- CP required: 12.64 ns
- Clock buffers: 0
- Global route overflow: 0
- Syn_area_per_cell: 7.11 um^2
- Relative slew slack: 29.7%
- Die W: 188 um
- Mapped Area: 10,400 um^2
- Routed len/inst: 31.3 um
- Seq cells: 0
- Gr usage total: 34.4%
- Post-Layout Cell Count: 1,927
- Post-synth area from yosys stat: 10,400 um^2
- Die ar.: 35,300 um^2
- Drt first pass iters: 5
- Synthesized instance count: 1,458
- Crit Path Category: primary input to output pin
- Unrepaired setup endpoints after global routing: no
- Post-CTS Hold Fix Bufs: 0
- Drt via density: 6.62
- Crit-path max FO: 36
- Hold Slack: 7.65 ns
- Final ANT Viol Nets: 0
- Peak VDD IR: 0.0000228 V
- Design Area, Final: 11,700 um^2
- Max frequency: 80.0 MHz
- Diode count: 0
- Initial DRC count: 1,425
- Tmin final: 12.50 ns
- P_leak: 0.00460 uW
- Yosys Instances: 1,458
- IO Port Bufs: 102
- Max-Cap Viols: 0
- Setup TNS: 0 ns
- Die height: 188 um
- Min-Delay Path Class: primary input to output pin
- Final hold vios: 0
- Slew Limit Fails: 0
- # rows: 67
- GP Congestion: 1.04
- Vias: 12,751
- Final count of negative-setup-slack endpoints: 0
- Log Warnings: 99
- # resized after CTS: 0
- Post-CTS setup buffer count: 0
- Crit end category: output pin
- Setup crit start kind: primary input
- Worst slew pin tran: 1.03 ns
- Top-Level Pins: 102
- Placement Cell Area: 11,700 um^2
- Most frequent logic cell in the layout: nor2_1
- Dominant logic cell types in the final layout: 147 x nor2_1, 101 x inv_1, 99 x ha_1
- Hpwl dp: 47,000 um
- Initial Util: 30.7%
- Cell Type Count: 99
- Reg area: 0 um^2
- Total wire length: 60,300 um
- Largest net degree at the start of global routing: 49
- Synthesis Warnings: 1
- Ratio of cells with drive above 1 in the final layout: 10.6%
- Period Utilization, post-route: 79.1%
- Seq share, synth: 0%
## stage by stage
| stage | power, uW | setup slack [ns] | util, % |
|---|---|---|---|
| 2_1_floorplan | 256 | 5.68 | - |
| 3_3_place_gp | 427 | 3.47 | 34.6 |
| 3_5_place_dp | 424 | 3.47 | 34.6 |
| 4_1_cts | 426 | 3.44 | 34.6 |
| 5_1_grt | 462 | 3.29 | 34.6 |
| 6_report | 438 | 3.30 | 34.6 |
## kinds of logic after synthesis
| logic type | share of synthesized area (%) |
|---|---|
| adders and majority gates | 12.3 |
| buffers and inverters | 9.89 |
| xor gates and xnor gates | 1.61 |
| muxes | 19.1 |
| and+or+nand+nor | 24.5 |
| AOI/OAI and AO/OA | 32.6 |
## cell type report
class	instances	area [um^2]	area share, %
tap	448	561	4.79
inverter	104	390	3.34
multi-input combinational	1223	9360	80.1
timing repair buffer	152	1380	11.8
## metal layers
metal  GRT usage (%)  wire [um]
met5            2.34         67
met2            52.6      26600
met3            8.74       6210
met1            46.1      24500
met4            14.0       3040
## synthesized netlist by cell type (7+ instances only)
library cell | number | area (um^2)
nor2_1 | 147 | 552
inv_1 | 101 | 379
ha_1 | 99 | 1240
nand2_1 | 96 | 360
a21oi_1 | 95 | 475
clkbuf_1 | 69 | 259
o21ai_0 | 62 | 310
mux2i_1 | 58 | 581
nand3_1 | 51 | 255
mux4_2 | 49 | 1100
buf_2 | 40 | 200
nor3_1 | 39 | 195
nor2b_1 | 25 | 156
o211ai_1 | 25 | 188
a211oi_1 | 23 | 173
a31oi_1 | 21 | 131
a221oi_1 | 20 | 175
o22ai_1 | 20 | 125
nand4_1 | 19 | 119
mux2_2 | 18 | 203
nor4_1 | 18 | 113
a22oi_1 | 17 | 128
xnor2_1 | 17 | 149
a21o_1 | 16 | 120
nand2b_1 | 15 | 93.8
or3_1 | 15 | 93.8
and2_1 | 14 | 87.6
o31ai_1 | 14 | 105
and3_1 | 11 | 68.8
o2111ai_1 | 11 | 96.3
buf_1 | 10 | 37.5
o21bai_1 | 9 | 67.6
o221ai_1 | 9 | 78.8
a221o_1 | 8 | 80.1
o21a_1 | 8 | 60.1
or2_2 | 8 | 50.1
a211o_1 | 7 | 61.3
a2bb2oi_1 | 7 | 61.3
a311oi_1 | 7 | 61.3
a32oi_1 | 7 | 61.3
o211a_1 | 7 | 70.1
or4_1 | 7 | 52.6
## critical path, cell delays in order
cell and delay (ns):
buf_2 0.59, buf_4 0.54, inv_2 0.15, buf_4 0.31, mux4_2 0.44, nor2_1 0.14
a2111oi_1 0.71, nand4_1 0.41, a211o_1 0.46, or4_1 0.42, nor4b_1 0.71, and4_1 0.47
nand4_1 0.18, nor3_2 0.12, clkdlybuf4s50_1 0.47
## worst paths after layout
| check | start | to | slack (ns) | cells after the start |
|---|---|---|---|---|
| setup / recovery | b[1] | zero | 3.30 | 15 |
| hold / removal | b[3] | zero | 7.65 | 7 |
## power by group
group | internal [uW] | switching [uW]
Sequential | 0 | 0
Clock | 0 | 0
Combinational | 167 | 271
Power and IR drop assume default switching activity.
