<file path="run.sh">
#!/bin/bash
# OpenROAD 26Q1-2900-gdf79404cd8, Yosys 0.63+post, stock flow scripts
make -C /OpenROAD-flow-scripts/flow DESIGN_CONFIG=/design/flow/config.mk WORK_HOME=/design/flow/orfs finish
</file>
<file path="config.mk">
export PLATFORM = sky130hd
export DESIGN_NAME = immediate_gen
export DESIGN_NICKNAME = immediate_gen
export VERILOG_FILES = /design/flow/design.v
export SDC_FILE = /design/flow/constraint.sdc
export NUM_CORES = 4
export LEC_CHECK = 1
export CORE_AREA = 10 10 70 70
export DIE_AREA = 0 0 80 80
</file>
<file path="constraint.sdc">
current_design immediate_gen

set clk_period 2.7
set clk_io_pct 0.2

create_clock -name clk0 -period $clk_period

set non_clock_inputs [all_inputs -no_clocks]
set_input_delay [expr $clk_period * $clk_io_pct] -clock clk0 $non_clock_inputs
set_output_delay [expr $clk_period * $clk_io_pct] -clock clk0 [all_outputs]
</file>
<file path="design.v">
module immediate_gen #(parameter XLEN = 32)(
  input logic [XLEN-1 : 0] instruction,
  input logic [2:0] imm_type,
  output logic [XLEN-1 : 0] immediate
);
  always_comb begin
    case(imm_type)
	  3'b000: immediate = { {20{instruction[31]}}, instruction[31:20] };
	  3'b001: immediate = { {20{instruction[31]}}, instruction[31:25], instruction[11:7] };
	  3'b010: immediate = { {19{instruction[31]}}, instruction[31], instruction[7], instruction[30:25], instruction[11:8], 1'b0 };
	  3'b011: immediate = { instruction[31:12], 12'b0 };
	  3'b100: immediate = { {11{instruction[31]}}, instruction[31], instruction[19:12], instruction[20], instruction[30:21], 1'b0 };
	  default: immediate = XLEN'b0;
	endcase
  end
endmodule
</file>
==> flow_summary.toml <==
# physical design summary
[worst_setup_path]
cpLargestDelayFamily = "buffers and inverters"
endpoint = "immediate[16]"
critPathLaunchType = "input port"
startpoint = "instruction[31]"
cpMostUsedCell = "clkdlybuf4s50_1"
slowest_delay_ns = 0.51
critPathBufInv = 3
arrival_ns = 2.07
endpoint_kind = "primary output"
crit_cells = 6
crit_fanout = 8
cp.required_ns = 2.16
crit_slowest_cell = "clkdlybuf4s50_1"
crit_chain = "clkdlybuf4s50_1 > nor2b_2 > buf_4 > a21oi_1 > o22ai_1 > clkdlybuf4s50_1"
worst-setup-path-type = "in -> out"

[floorplan]
io_pins = 67
die_area_um2 = 6400
fp_util_pct = 15.8
fp-row-count = 21
fp.dieW_um = 80
die_h_um = 80
core-area_um2 = 3420

[final_layout]
layout.cells.most_common = "clkdlybuf4s50_1"
seqCellArea_um2 = 0
final_util_pct = 37.4
area_growth_pct = 136
drive_above_1_share_pct = 15.5
most-common-layout-cells = "clkdlybuf4s50_1 (57), nand2_1 (22), a21oi_1 (17), buf_4 (17), o22ai_1 (12)"
nClkBuffers = 0
finalNonFillerCells = 207
seq_cell_count = 0

[yosys]
ys_area_um2 = 541
syn_avg_cell_area_um2 = 5.75
syn_area_um2 = 541
yosys_warnings = 1
topCellsByArea = "a21oi_1 (16%), nand2_1 (15%), o22ai_1 (14%)"
synth.top_cell.area_share_pct = 15.7
ys_seq_share_pct = 0
syn_inst = 94
synth_cell_types = 20
ys_cells = 94
yosysTopAreaCell = "a21oi_1"

[placed_design]
place.port_buffers = 60
place_worst_setup_slack_ns = -0.110
place.gp.congestion = 0.724
dp_hpwl_mm = 2.24
dp.cells = 207

[global_route]
grt_overflow = 0
grt_pass1_wl_mm = 4.00
grt_max_degree = 12
grt_antenna_before_repair = 0
grt_use_total_pct = 7.46
grt_pass1_vias = 805

[detailed_routing]
vias_per_cell = 4.21
drc = 0
wirelength_mm = 2.56
antenna_left = 0
dr_total_vias = 872
firstDrtPassIters = 4
routedWlPerCell_um = 12.4
antennaDiodeCount = 0
initialDrtViolationCount = 49

[final_timing]
report.final.slew_viol_count = 0
finalSetupViolCount = 0
tightest_slew_ns = 0.252
fmax_mhz = 384
maxSlewHeadroom_pct = 83.2
rsz0062_at_grt = "no"
timing.final.hold_violations = 0
fin_crit_ns = 2.61
layout_setup_ws_ns = 0.0945
fin_crit_sh_pct = 96.5

[power]
peakVddDrop_v = 0.0000503
p_leak_nw = 0.539
power_density_nw_per_um2 = 161

[flow_run]
cap_violations = 0
warnings = 39

[run_status]
status = "finished, final reports clean"

[clock_network]
cts_hold_buffers = 0
post_cts_buffers = 0

[min_path]
hp-class = "in -> out"
worst min path at each step:
stage	start	to	slack [ns]	cells past startpoint
CTS	imm_type[0]	immediate[31]	2.00	4
global route	imm_type[0]	immediate[31]	2.02	4
finish	imm_type[0]	immediate[31]	1.99	4
worst min-delay path: stages:
cell and delay, ns:
dlygate4sd2_1 0.26, o21ai_0 0.08, and2_1 0.16, clkdlybuf4s50_1 0.40
routing by layer:
metal / wire length, um / up-vias / track usage, %
li1: - / 457 / -
met1: 1110 / 387 / 9.76
met2: 1300 / 28 / 12.9
met3: 148 / 0 / 1.59
met4: 0 / 0 / 0
met5: 0 / - / 0
final cells by class:
type | count | area (um^2)
well taps | 46 | 57.6
inverters | 5 | 18.8
multi-input cells | 78 | 455
fillers | 363 | 2140
repair buffers | 78 | 744
cells in the mapped netlist, drive strengths merged:
library cell	instances
mux2	4
mux2i	1
o22ai	12
and3b	1
and2	2
nor3	1
o32ai	1
a21oi	17
and2b	2
maj3	1
buf	7
nand2b	6
nor2b	7
o21ai	1
clkbuf	4
inv	5
nand2	22
logic make-up after synthesis:
kind of cell,count (synthesis),synth area share (%)
adder cells (fa/ha/maj),1,2.08
AND/OR/NAND/NOR,41,39.4
buffers and inverters,16,16.2
AND-OR/OR-AND,31,32.2
multiplexers,5,10.2
power by group:
part	switching (mW)	internal [mW]
Combinational	0.0631	0.142
Sequential	0	0
Clock	0	0
Total	0.0631	0.142
timing repair:
action,4_1_cts,5_1_grt
pin swaps,0,0
cloned,0,0
hold endpoints to repair,0,0
setup endpoints to repair,28,9
gates resized,3,1
stage by stage:
step	TNS, ns	instance area, um^2	hold WS [ns]	power [mW]
final	0	1280	1.99	0.205
after global routing	0	1280	2.02	0.226
after CTS	0	1270	2.00	0.210
after detailed placement	-2.12	1280	2.00	0.210
after global placement	-2.02	1280	2.00	0.208
after floorplan	0	541	1.13	0.0653
Power figures rest on the tool's default switching activity, not on a simulated workload.
